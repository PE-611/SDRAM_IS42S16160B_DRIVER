<file path="./run.sh">
#!/bin/bash
# OpenROAD 26Q1-2900-gdf79404cd8, Yosys 0.63+post, stock flow scripts
make -C /OpenROAD-flow-scripts/flow DESIGN_CONFIG=/design/flow/config.mk WORK_HOME=/design/flow/orfs finish
</file>
<file path="./config.mk">
export PLATFORM = sky130hd
export DESIGN_NAME = SDRAM_IS42S16160B_DRIVER
export DESIGN_NICKNAME = SDRAM_IS42S16160B_DRIVER
export VERILOG_FILES = /design/flow/design.v
export SDC_FILE = /design/flow/constraint.sdc
export NUM_CORES = 4
export LEC_CHECK = 1
export CORE_UTILIZATION = 30
</file>
<file path="./constraint.sdc">
current_design SDRAM_IS42S16160B_DRIVER

set clk_period 3.2
set clk_io_pct 0.2

create_clock -name clk0 -period $clk_period [get_ports {SDRAM_CLK_IN}]
create_clock -name clk1 -period $clk_period [get_ports {SDRAM_CLK_OUT}]

set non_clock_inputs [all_inputs -no_clocks]
set_input_delay [expr $clk_period * $clk_io_pct] -clock clk0 $non_clock_inputs
set_output_delay [expr $clk_period * $clk_io_pct] -clock clk0 [all_outputs]
</file>
<file path="./design.v">
module SDRAM_IS42S16160B_DRIVER( input SDRAM_CLK_IN, SDRAM_CLK_OUT,  start_write, start_read, reset,
											input [12:0] ADDR_ROW,
											input [12:0] ADDR_COL,
											input [1:0]  BANK,
											output reg	[12:0]	DRAM_ADDR,
											output reg	[1:0]		DRAM_BA,
											output reg				DRAM_CKE,
											output reg  [1:0]		DRAM_DQM,
											output reg 	[3:0] 	DRAM_CMD,		 
											output reg				process_flg,
											output reg				ready_data		 
										 );
parameter Fclk								= 140_000_000;		  		   
parameter tREF       					= 64;   						   
parameter tINIT							= 200_000;					   
parameter quantity_autorefresh 		= 8192;  					   
parameter tCK        					= 7;     					   
parameter REFRESH_TIME					= (((tREF * 1_000_000) / quantity_autorefresh) / tCK); 
parameter init_time	 					= tINIT / tCK;       		 
parameter q_AREF_for_init				= 8;
parameter MRS_DATA						= 12'b000_1_00_011_1_000;  
parameter trc								= 10;  						   
parameter trp								= 3;							   
parameter cas			 					= 6;							   
parameter rcd								= 3;							   
localparam IDLE 							= 8'd0;
localparam MRS								= 8'd1;
localparam ACTIVATE_ROW					= 8'd2;
localparam REFRESH						= 8'd3;
localparam READ							= 8'd4;
localparam WRITE							= 8'd5;
localparam PRECHARGE						= 8'd6;
localparam NOP_INIT_AREF			  	= 8'd7;
localparam NOP_BEFORE_RW				= 8'd8;
localparam NOP_AFTER_W					= 8'd9;
localparam NOP_AFTER_R					= 8'd10;
localparam CMD_DESL  					= 4'b1_1_1_1;  
localparam CMD_NOP   					= 4'b0_1_1_1;  
localparam CMD_BST   					= 4'b0_1_1_0;  
localparam CMD_READ  					= 4'b0_1_0_1;  
localparam CMD_WRITE 					= 4'b0_1_0_0;  
localparam CMD_ACT   					= 4'b0_0_1_1;  
localparam CMD_PRE   					= 4'b0_0_1_0;  
localparam CMD_REF   					= 4'b0_0_0_1;  
localparam CMD_MRS   					= 4'b0_0_0_0;  
reg [7:0] state;	
reg [7:0] next_state;
reg [24:0] cnt_timer;
reg [16:0] cnt_autorefresh;	
reg time_init_flg;
reg self_refresh;
reg flg_init;
reg write_flg;
reg read_flg;
reg [4:0]  Trc;
reg [4:0]  Trcd;
reg [4:0]  Tcas;
initial begin
	state								<= IDLE;
	next_state 						<= IDLE;
	DRAM_CKE 						<= 1'b1;
	DRAM_CMD							<= CMD_NOP;
	DRAM_ADDR 						<= 12'd0;
	DRAM_BA 							<= 1'b00;
	DRAM_DQM 						<= 1'b0;
	cnt_timer	 					<= 24'd0;
	cnt_autorefresh			 	<= 16'd0;
	time_init_flg					<= 1'b0;  
	process_flg 					<= 1'b1; 
	self_refresh 					<= 1'b0;
	flg_init 						<= 1'b0;
	write_flg						<= 1'b0;
	read_flg							<= 1'b0;
	Trc								<= 4'd0;
	Tcas								<= 4'd0;
	Trcd								<= 4'd0;
end
always @* 	
		case (state)
			IDLE:
				if ((time_init_flg == 1'b1 && flg_init == 1'b0) || (self_refresh == 1'b1 && flg_init == 1'b1)) begin
					next_state <= PRECHARGE;
				end
				else if (write_flg == 1'b1 || read_flg == 1'b1) begin  
					next_state <= ACTIVATE_ROW;
				end
				else begin
					next_state <= IDLE;
				end
			NOP_INIT_AREF:
				if (Trc >= trc && cnt_autorefresh >= q_AREF_for_init && flg_init == 1'b0) begin
					next_state <= MRS;
				end
				else if (Trc >= trc && cnt_autorefresh < quantity_autorefresh && flg_init == 1'b0) begin
					next_state <= REFRESH;
				end
				else if (Trc >= trc && cnt_autorefresh < quantity_autorefresh && self_refresh == 1'b1) begin
					next_state <= REFRESH;
				end
				else if (Trc < trc) begin
					next_state <= NOP_INIT_AREF;
				end
				else begin
					next_state <= IDLE;
				end
			PRECHARGE:
				if (state == PRECHARGE) begin
					next_state <= NOP_INIT_AREF;
				end
				else begin
					next_state <= PRECHARGE;
				end
			REFRESH:
				if (state == REFRESH) begin
					next_state <= NOP_INIT_AREF;
				end
				else begin
					next_state <= REFRESH;
				end
			MRS:
				if (state == MRS) begin
					next_state <= NOP_INIT_AREF;
				end
				else begin
					next_state <= MRS;
				end
			ACTIVATE_ROW:
				if (state == ACTIVATE_ROW) begin
					next_state <= NOP_BEFORE_RW;
				end	
				else begin
					next_state <= ACTIVATE_ROW;
				end
			NOP_BEFORE_RW: 
				if (Trcd >= rcd && write_flg == 1'b1) begin
					next_state <= WRITE;
				end
				else if (Trcd >= rcd && read_flg == 1'b1) begin
					next_state <= READ;
				end
				else begin
					next_state <= NOP_BEFORE_RW;
				end
			READ:
				if (state == READ) begin
					next_state <= NOP_AFTER_R;
				end
				else begin
					next_state <= READ;
				end
			WRITE:
				if (state == WRITE) begin
					next_state <= NOP_AFTER_W;
				end
				else begin
					next_state <= WRITE;
				end
			NOP_AFTER_R:
				if (Tcas == cas) begin						 
					next_state <= IDLE;
				end		
				else begin
					next_state <= NOP_AFTER_R;
				end
			NOP_AFTER_W:
				if (Tcas == cas) begin						 
					next_state <= IDLE;
				end		
				else begin
					next_state <= NOP_AFTER_W;
				end
			default:
				next_state <= IDLE;
		endcase
always @(posedge SDRAM_CLK_IN) begin
	cnt_timer <= cnt_timer + 1'b1;
	DRAM_CKE <= 1'b1;
	DRAM_DQM	<= 1'b0;
	if (state == IDLE) begin
		DRAM_CMD 						<= CMD_NOP;
		DRAM_DQM 						<= 1'b0;
		process_flg 					<= 1'b0;
	end
	if (state == PRECHARGE) begin
		process_flg 					<= 1'b1;
		DRAM_CMD  						<= CMD_PRE;
		DRAM_ADDR 						<= 12'b010000000000;				 
		DRAM_BA							<= BANK;
	end
	if (state == NOP_INIT_AREF) begin
		Trc 								<= Trc + 1'b1;
		DRAM_CMD 						<= CMD_NOP;
	end
	if (state != NOP_INIT_AREF) begin
		Trc 								<= 1'b0;
	end
	if (Trc == trc) begin
		Trc 								<= 4'd0;
	end
	if (state == REFRESH) begin
		cnt_autorefresh 				<= cnt_autorefresh + 1'b1;
		DRAM_CMD 						<= CMD_REF;
	end
	if (state == MRS) begin
		DRAM_CMD  						<= CMD_MRS;
		DRAM_ADDR 						<= MRS_DATA;
		cnt_autorefresh 				<= 8'd0;
		DRAM_BA							<= BANK;
	end
	if (state == ACTIVATE_ROW) begin
		DRAM_CMD  						<= CMD_ACT;
		DRAM_ADDR						<= ADDR_ROW;
		DRAM_BA							<= BANK;					
		process_flg 					<= 1'b1; 
	end
	if (state == NOP_BEFORE_RW) begin
		Trcd		 						<= Trcd + 1'b1;
		DRAM_CMD 						<= CMD_NOP;
	end
	if (state != NOP_BEFORE_RW) begin
		Trcd		 						<= 1'b0;
	end
	if (Trcd == rcd) begin
		Trcd 								<= 4'd0;
	end	
	if (state == WRITE) begin
		DRAM_CMD 						<= CMD_WRITE;
		DRAM_ADDR						<= ADDR_COL + 1024;   
		DRAM_BA							<= BANK;				  	 
	end
	if (state == READ) begin
		DRAM_CMD 						<= CMD_READ;
		DRAM_ADDR						<= ADDR_COL + 1024;   
		DRAM_BA							<= BANK;
	end
	if (state == NOP_AFTER_R) begin
		DRAM_CMD 						<= CMD_NOP;
		Tcas 								<= Tcas + 1'b1;
		read_flg <= 1'b0;
	end
	if (state == NOP_AFTER_W) begin
		DRAM_CMD 						<= CMD_NOP;
		Tcas 								<= Tcas + 1'b1;
		write_flg <= 1'b0;
	end
	if (Tcas == cas) begin
		Tcas 								<= 4'd0;
	end
	if (start_write == 1'b0) begin
		write_flg 						<= 1'b1;
		process_flg 					<= 1'b1;
	end
	if (start_read == 1'b0) begin
		read_flg 						<= 1'b1;
		process_flg 					<= 1'b1;
	end
	if (cnt_timer >= REFRESH_TIME && flg_init == 1'b1) begin
		cnt_timer <= 24'd0;
		self_refresh <= 1'b1;
		process_flg <= 1'b1;
	end
	if (self_refresh == 1'b1) begin
		process_flg <= 1'b1;
	end
	if (cnt_timer >= init_time) begin
		time_init_flg <= 1'b1;
	end
	if (cnt_timer == init_time + 110) begin								 
		flg_init <= 1'b1;
	end
	if (cnt_timer < init_time + 2 && flg_init == 1'b0) begin			 
		process_flg <= 1'b1;
	end
	if (Trc == trc && flg_init == 1'b1)  begin   
		self_refresh <= 1'b0;
	end
end
always @(posedge SDRAM_CLK_OUT) begin
	if (state == NOP_AFTER_R && Tcas == 4'd3) begin
		ready_data   <= 1'b1;
	end
	if (state == READ) begin
		ready_data	<= 1'b0;
	end
end 	
always @(posedge SDRAM_CLK_IN or negedge reset) begin 
	if(!reset) begin
		state <= IDLE;
	end
	else begin
		state <= next_state;
	end
end	
endmodule
</file>
==> impl_metrics.toml <==
# synthesis and place-and-route metrics
[cells_and_area]
lay_top_cells = "dfxtp_1 (65), nor2_1 (61), clkdlybuf4s50_1 (51)"
area_delta_synth_final_pct = 21.1
final_area_um2 = 5250
lay_top_count = "dfxtp_1"
drive_gt1_share_pct = 4.67

[synth]
synth_seq_share_pct = 44.1
yosysUniqueCellTypes = 57
synthSimpleGateAreaFrac_pct = 25.7
ys_sh_xor_pct = 5.66
ys.warnings.count = 1
yosysChipArea_um2 = 4330
ys_async_sr_fraction_pct = 4.65
synthCells = 492
syn_area_um2 = 4330
ff_type = "dfxtp_1"
yosysCellCount = 492
fa_ha_area_share_pct = 3.18
postSynthAreaPerCell_um2 = 8.81
logic_family = "simple AND/OR/NAND/NOR gates"
aoi_share_pct = 14.6
mux_share_pct = 1.39
edf_count = 17
ys.flops = 86

[critical_path]
r2r_start = "state[1]$_DFF_PN0_"
rr_worst_depth = 5
cp.required_ns = 3.46
crit_path_start = "state[1]$_DFF_PN0_"
r2r-end = "cnt_autorefresh[16]$_SDFFE_PP0N_"
cp.arrival_ns = 2.53
path_cells = "nor4bb_1, buf_4, and3_1, nor4b_1, mux2i_1"
r2r_slack_ns = 0.94
crit_cells = 5
cp_top_family = "simple AND/OR/NAND/NOR gates"
setup.worst_path.end = "cnt_autorefresh[16]$_SDFFE_PP0N_"
crit_buf_inv = 1
max_stage_delay_ns = 0.86
crit_slowest_cell = "dfrtp_1"
start_kind = "register"
path_max_fanout = 27
crit_type = "register to register"
end_kind = "register"

[cts]
postCtsSetupBuffers = 0
root_buffer = "clkbuf_16"
cts.clk_slew.worst_paths_ns = 0.06
cts_hold_buf = 0
cts_made_buffers = 9
clk_path_buf_depth = 2
cts_resized = 0
tritoncts = "done"
h-tree-depth = 3

[global_routing]
antenna_found_initial = 0
grt_usage_pct = 12.7
grt_pass1_vias = 3175
overflow = 0
grt_max_degree = 28
grt_pass1_wl_um = 15000

[outcome]
status = "finished clean"

[timing]
rsz0062_at_grt = "false"
finalHoldViolCount = 0
slew_headroom_pct = 47.0
setup_viol = 0
finalSetupTns_ns = 0
skew_ns = 0.00434
fin_ws_ns = 0.937
finalMaxSlewViolations = 0
worst_pin_slew_ns = 0.795

[placement]
place_area_um2 = 4950
portBuffers = 51
gp_congestion = 0.835
place_ws_ns = 1.02
dpl.hpwl_um = 6250

[routing]
num_vias = 3454
drc = 0
avgViaCountPerCell = 4.83
antenna_cells = 0
antenna_left = 0
drt_wl_total_um = 8860
wire_per_inst_um = 12.4
first_iter_violations = 187
dr.pass1.iters = 4

[power_and_ir_drop]
seqPwrFrac_pct = 43.1
switching_share_pct = 30.4
switchingPower_uw = 1110
power_density_nw_per_um2 = 697
clock_power_share_pct = 27.9
p_leak_uw = 0.00192
ir_drop_uv = 297
p_int_uw = 2550
pwr-share-comb_pct = 29.0

[floorplan]
die_w_um = 122
die_y_um = 122
pin_count = 57
core_region_area_um2 = 14000
std_cell_rows = 43
fp_util_pct = 31.0
chip_area_um2 = 14900

[job]
cap_viol_max_count = 0
warnings = 34

[min_path]
hold_class = "register to register"
## registers in the layout, summed over array words and instances (netlist names)
register,cells
ready_data,1
write_flg,1
cnt_timer,25
cnt_autorefresh,17
DRAM_ADDR,13
Trc,5
Trcd,5
self_refresh,1
DRAM_CMD,3
read_flg,1
Tcas,5
process_flg,1
time_init_flg,1
state,4
flg_init,1
DRAM_BA,2
## stage by stage
| stage | std cells | util (%) | power, uW | hold WS, ns |
|---|---|---|---|---|
| 2_1_floorplan | 496 | - | 2220 | 0.344 |
| 3_3_place_gp | 699 | 35.4 | 2650 | 0.448 |
| 3_5_place_dp | 699 | 35.4 | 2660 | 0.451 |
| 4_1_cts | 715 | 37.5 | 3710 | 0.467 |
| 5_1_grt | 715 | 37.5 | 3930 | 0.496 |
| 6_report | 715 | 37.5 | 3660 | 0.465 |
## layout make-up
| type | count | area [um2] |
|---|---|---|
| Timing Repair Buffer | 57 | 556 |
| Tap cell | 180 | 225 |
| Fill cell | 1386 | 8740 |
| Multi-Input combinational cell | 362 | 2210 |
| Sequential cell | 86 | 1910 |
| Clock inverter | 5 | 51.3 |
| Inverter | 14 | 52.6 |
| Clock buffer | 11 | 243 |
## worst min path at each step
stage / startpoint / endpoint / slack, ns / cells after the start
CTS: Trc[0]$_SDFFE_PP0P_ / Trc[0]$_SDFFE_PP0P_ / 0.47 / 1
global route: Trc[0]$_SDFFE_PP0P_ / Trc[0]$_SDFFE_PP0P_ / 0.50 / 1
finish: Trc[0]$_SDFFE_PP0P_ / Trc[0]$_SDFFE_PP0P_ / 0.46 / 1
## cells in the mapped netlist, drive strengths merged (13+ instances only)
| master | count | area (um2) |
|---|---|---|
| o21ai | 20 | 100 |
| xnor2 | 17 | 149 |
| edfxtp | 17 | 510 |
| or3 | 13 | 81.3 |
| clkbuf | 17 | 65.1 |
| dfxtp | 65 | 1300 |
| nor2 | 61 | 229 |
| a21oi | 28 | 140 |
| buf | 17 | 110 |
| nand4 | 15 | 100 |
| nand2 | 37 | 139 |
| nand3 | 20 | 100 |
| inv | 14 | 52.6 |
## worst register-to-register path, stage by stage (launching register included)
cell	delay [ns]
dfrtp_1	0.86
nor4bb_1	0.30
buf_4	0.21
and3_1	0.26
nor4b_1	0.33
mux2i_1	0.24
## power by group through the flow
stage     sequential (uW)  combinational, uW  clock, uW
4_1_cts              1580               1070       1060
5_1_grt              1620               1210       1100
6_report             1580               1060       1020
## layer usage
layer | vias up | wire length (um) | track usage, %
li1 | 1820 | - | -
met2 | 86 | 3640 | 19.0
met4 | 0 | 85 | 1.30
met5 | - | 0 | 0
met3 | 8 | 718 | 3.48
met1 | 1540 | 4410 | 19.2
## cells by family after synthesis
| family | count (synthesis) |
|---|---|
| compound gates | 97 |
| xor+xnor | 28 |
| fa+ha+maj | 11 |
| buf+inv | 48 |
| flops | 86 |
| mux | 6 |
| other cells | 2 |
| simple gates | 214 |
Power figures rest on the tool's default switching activity, not on a simulated workload.
